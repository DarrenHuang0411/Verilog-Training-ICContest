**/design/flow/run.sh**
```bash
#!/bin/bash
# OpenROAD 26Q1-2900-gdf79404cd8, Yosys 0.63+post, stock flow scripts
make -C /OpenROAD-flow-scripts/flow DESIGN_CONFIG=/design/flow/config.mk WORK_HOME=/design/flow/orfs finish
```
**/design/flow/config.mk**
```make
export PLATFORM = sky130hd
export DESIGN_NAME = Laser
export DESIGN_NICKNAME = Laser
export VERILOG_FILES = /design/flow/design.v
export SDC_FILE = /design/flow/constraint.sdc
export NUM_CORES = 4
export LEC_CHECK = 1
export CORE_UTILIZATION = 50
```
**/design/flow/constraint.sdc**
```tcl
current_design Laser

set clk_period 58.3
set clk_io_pct 0.2

create_clock -name clk0 -period $clk_period [get_ports {CLK}]

set non_clock_inputs [all_inputs -no_clocks]
set_input_delay [expr $clk_period * $clk_io_pct] -clock clk0 $non_clock_inputs
set_output_delay [expr $clk_period * $clk_io_pct] -clock clk0 [all_outputs]
```
**/design/flow/design.v**
```verilog
module Laser (
  input              CLK,
  input              RST,
  input      [3:0]     X,
  input      [3:0]     Y,
  input            valid,
  output reg [3:0]   C1X,
  output reg [3:0]   C1Y,
  output reg [3:0]   C2X,
  output reg [3:0]   C2Y,
  output reg        DONE
);
    integer i;
    reg [5:0] Count_RD; 
    reg [2:0] S_cur, S_nxt;
    parameter   IDLE    = 3'd0,
                READ    = 3'd1,
                CIR1    = 3'd2,
                CIR2    = 3'd3,
                STOP    = 3'd4,
                STOP2   = 3'd5,
                CHANGE  = 3'd6,
                FINISH  = 3'd7;
    reg [3:0] info_x[39:0];
    reg [3:0] info_y[39:0];
    wire  [3:0] dis_x, dis_y, check_c1x, check_c1y;
    wire  cover_check;
    wire check_flag_c0, check_flag_c1, check_flag_c2, check_flag_c3, check_flag_c4, check_flag_c5, check_flag_c6, check_flag_c7, check_flag_c8, check_flag_c9;
    reg [3:0] tempc1_x, tempc1_y;
    reg [2:0] Counter_iteration;
    reg [7:0] cover_temp;
    reg [5:0] Counter_overlap;
    reg [7:0] R_C, R_C_2,R_C_FINAL, R_C_check;
    wire [7:0] cover_temp_30;
    always @(posedge CLK or posedge RST) begin
      if (RST) begin
        Count_RD  <=  6'd0;
      end 
      else begin
        case (S_cur)
          READ: begin
            if(Count_RD == 6'd40) Count_RD  <=  6'd0;
            else begin
              if (valid) Count_RD   <= Count_RD + 6'd1; 
              else Count_RD   <= Count_RD; 
            end  
          end
          CIR1, CIR2: begin
            if (Count_RD == 6'd30) begin
              Count_RD  <=  6'd0;                                   
            end 
            else begin
              Count_RD  <=  Count_RD  + 6'd10;                  
            end
          end 
          default:  begin
            Count_RD  <=  6'd0;
          end             
        endcase  
      end
    end
    always @(posedge CLK or posedge RST) begin
      if (RST) begin
        tempc1_x  <=  4'd0;
        tempc1_y  <=  4'd0;
      end 
      else begin
        if ((S_cur == CIR1 || S_cur == CIR2) && Count_RD == 6'd30) begin
          if (tempc1_x == 4'd15 && tempc1_y == 4'd15) begin
            tempc1_x  <=  4'd0;
            tempc1_y  <=  4'd0;     
          end
          else if (tempc1_x == 4'd15 && tempc1_y != 4'd15) begin
            tempc1_x  <=  4'd0;
            tempc1_y  <=  tempc1_y  + 4'd1;     
          end           
          else begin
            tempc1_x  <=  tempc1_x  + 4'd1;
            tempc1_y  <=  tempc1_y;              
          end          
        end 
        else begin
          tempc1_x  <=  tempc1_x;
          tempc1_y  <=  tempc1_y;             
        end
      end
    end
    always @(posedge CLK or posedge RST) begin
        if (RST)    S_cur   <=  IDLE;
        else        S_cur   <=  S_nxt;
    end
    always @(*) begin
        if (RST) begin
            S_nxt  = IDLE;
        end 
        else begin
            case (S_cur)
            IDLE:                     S_nxt  = READ;
            READ: begin
              if (Count_RD == 6'd40)  S_nxt  = CIR1;
              else                    S_nxt  = READ;
            end
            CIR1: begin
              if (Count_RD == 6'd30) begin
                if (tempc1_x == 15 && tempc1_y == 15)  S_nxt  = CIR2;
                else  S_nxt   = CIR1;                 
              end
              else begin
                S_nxt   = CIR1;
              end
            end
            CIR2: begin
              if (Count_RD == 6'd30) begin
                if (tempc1_x == 15 && tempc1_y == 15)  S_nxt  = CHANGE;
                else  S_nxt   = CIR2;                 
              end
              else begin
                S_nxt   = CIR2;
              end
            end              
            CHANGE: begin
              if (Counter_iteration == 3'd3) S_nxt  = FINISH;              
              else                 S_nxt  = CIR2;              
            end
            FINISH:  S_nxt  = IDLE;
            default: S_nxt  = S_nxt;
            endcase        
        end    
    end
    always @(posedge CLK or posedge RST) begin
      if (RST) begin
        for (i = 0; i <= 39; i = i+1) begin
          info_x[i]    <=  4'd0;
          info_y[i]    <=  4'd0;
        end
      end 
      else begin
        if (S_cur == READ && valid) begin
          info_x[Count_RD]  <= X;
          info_y[Count_RD]  <= Y;          
        end 
        else begin
          for (i = 0; i <= 39; i = i+1) begin
            info_x[i]    <=  info_x[i];
            info_y[i]    <=  info_y[i];
          end           
        end
      end
    end
    assign  dis_x = ((tempc1_x>info_x[Count_RD]) ? tempc1_x-info_x[Count_RD] : info_x[Count_RD]-tempc1_x);
    assign  dis_y = ((tempc1_y>info_y[Count_RD]) ? tempc1_y-info_y[Count_RD] : info_y[Count_RD]-tempc1_y);
    wire  [3:0] dis_x1, dis_y1;
    wire  [3:0] dis_x2, dis_y2;
    wire  [3:0] dis_x3, dis_y3;
    wire  [3:0] dis_x4, dis_y4; 
    wire  [3:0] dis_x5, dis_y5;
    wire  [3:0] dis_x6, dis_y6; 
    wire  [3:0] dis_x7, dis_y7;
    wire  [3:0] dis_x8, dis_y8; 
    wire  [3:0] dis_x9, dis_y9;
    assign  dis_x1 = ((tempc1_x>info_x[Count_RD +1]) ? tempc1_x-info_x[Count_RD +1] : info_x[Count_RD +1]-tempc1_x);
    assign  dis_y1 = ((tempc1_y>info_y[Count_RD +1]) ? tempc1_y-info_y[Count_RD +1] : info_y[Count_RD +1]-tempc1_y);
    assign  dis_x2 = ((tempc1_x>info_x[Count_RD +2]) ? tempc1_x-info_x[Count_RD +2] : info_x[Count_RD +2]-tempc1_x);
    assign  dis_y2 = ((tempc1_y>info_y[Count_RD +2]) ? tempc1_y-info_y[Count_RD +2] : info_y[Count_RD +2]-tempc1_y);
    assign  dis_x3 = ((tempc1_x>info_x[Count_RD +3]) ? tempc1_x-info_x[Count_RD +3] : info_x[Count_RD +3]-tempc1_x);
    assign  dis_y3 = ((tempc1_y>info_y[Count_RD +3]) ? tempc1_y-info_y[Count_RD +3] : info_y[Count_RD +3]-tempc1_y);
    assign  dis_x4 = ((tempc1_x>info_x[Count_RD +4]) ? tempc1_x-info_x[Count_RD +4] : info_x[Count_RD +4]-tempc1_x);
    assign  dis_y4 = ((tempc1_y>info_y[Count_RD +4]) ? tempc1_y-info_y[Count_RD +4] : info_y[Count_RD +4]-tempc1_y);
    assign  dis_x5 = ((tempc1_x>info_x[Count_RD +5]) ? tempc1_x-info_x[Count_RD +5] : info_x[Count_RD +5]-tempc1_x);
    assign  dis_y5 = ((tempc1_y>info_y[Count_RD +5]) ? tempc1_y-info_y[Count_RD +5] : info_y[Count_RD +5]-tempc1_y);
    assign  dis_x6 = ((tempc1_x>info_x[Count_RD +6]) ? tempc1_x-info_x[Count_RD +6] : info_x[Count_RD +6]-tempc1_x);
    assign  dis_y6 = ((tempc1_y>info_y[Count_RD +6]) ? tempc1_y-info_y[Count_RD +6] : info_y[Count_RD +6]-tempc1_y);
    assign  dis_x7 = ((tempc1_x>info_x[Count_RD +7]) ? tempc1_x-info_x[Count_RD +7] : info_x[Count_RD +7]-tempc1_x);
    assign  dis_y7 = ((tempc1_y>info_y[Count_RD +7]) ? tempc1_y-info_y[Count_RD +7] : info_y[Count_RD +7]-tempc1_y);
    assign  dis_x8 = ((tempc1_x>info_x[Count_RD +8]) ? tempc1_x-info_x[Count_RD +8] : info_x[Count_RD +8]-tempc1_x);
    assign  dis_y8 = ((tempc1_y>info_y[Count_RD +8]) ? tempc1_y-info_y[Count_RD +8] : info_y[Count_RD +8]-tempc1_y);
    assign  dis_x9 = ((tempc1_x>info_x[Count_RD +9]) ? tempc1_x-info_x[Count_RD +9] : info_x[Count_RD +9]-tempc1_x);
    assign  dis_y9 = ((tempc1_y>info_y[Count_RD +9]) ? tempc1_y-info_y[Count_RD +9] : info_y[Count_RD +9]-tempc1_y);
    wire  line_addr0, line_addr1, line_addr2, line_addr3, line_addr4, line_addr5, line_addr6, line_addr7, line_addr8, line_addr9;
    function line_addr;
      input [3:0] x, y;
      input c_f;
      begin
        if (S_cur == CIR1) begin
          case (x)
            4'd0: line_addr  = (y <= 4'd4) ? 1'b1: 1'b0;
            4'd1: line_addr  = (y <= 4'd3) ? 1'b1: 1'b0;
            4'd2: line_addr  = (y <= 4'd3) ? 1'b1: 1'b0;
            4'd3: line_addr  = (y <= 4'd2) ? 1'b1: 1'b0;
            4'd4: line_addr  = (y <= 4'd0) ? 1'b1: 1'b0;
            default: line_addr = 1'b0;
          endcase          
        end 
        else if (S_cur == CIR2 && !c_f) begin
          case (x)
            4'd0: line_addr  = (y <= 4'd4) ? 1'b1: 1'b0;
            4'd1: line_addr  = (y <= 4'd3) ? 1'b1: 1'b0;
            4'd2: line_addr  = (y <= 4'd3) ? 1'b1: 1'b0;
            4'd3: line_addr  = (y <= 4'd2) ? 1'b1: 1'b0;
            4'd4: line_addr  = (y <= 4'd0) ? 1'b1: 1'b0;
            default: line_addr = 1'b0;
          endcase 
        end      
        else begin
          line_addr = 1'b0;
        end
      end      
    endfunction
    assign  line_addr0  =   line_addr(dis_x , dis_y , check_flag_c0);
    assign  line_addr1  =   line_addr(dis_x1, dis_y1, check_flag_c1);
    assign  line_addr2  =   line_addr(dis_x2, dis_y2, check_flag_c2);
    assign  line_addr3  =   line_addr(dis_x3, dis_y3, check_flag_c3);
    assign  line_addr4  =   line_addr(dis_x4, dis_y4, check_flag_c4);
    assign  line_addr5  =   line_addr(dis_x5, dis_y5, check_flag_c5);
    assign  line_addr6  =   line_addr(dis_x6, dis_y6, check_flag_c6);
    assign  line_addr7  =   line_addr(dis_x7, dis_y7, check_flag_c7);
    assign  line_addr8  =   line_addr(dis_x8, dis_y8, check_flag_c8);
    assign  line_addr9  =   line_addr(dis_x9, dis_y9, check_flag_c9);       
    assign  check_c1x = ((C1X>info_x[Count_RD]) ? C1X-info_x[Count_RD] : info_x[Count_RD]-C1X);
    assign  check_c1y = ((C1Y>info_y[Count_RD]) ? C1Y-info_y[Count_RD] : info_y[Count_RD]-C1Y);
    wire  [3:0]    check_c1x1 , check_c1y1 ;
    wire  [3:0]    check_c1x2 , check_c1y2 ;
    wire  [3:0]    check_c1x3 , check_c1y3 ;
    wire  [3:0]    check_c1x4 , check_c1y4 ;
    wire  [3:0]    check_c1x5 , check_c1y5 ;
    wire  [3:0]    check_c1x6 , check_c1y6 ;
    wire  [3:0]    check_c1x7 , check_c1y7 ;
    wire  [3:0]    check_c1x8 , check_c1y8;
    wire  [3:0]    check_c1x9 , check_c1y9;    
    assign  check_c1x1 = ((C1X>info_x[Count_RD + 1]) ? C1X-info_x[Count_RD + 1] : info_x[Count_RD + 1]-C1X);
    assign  check_c1y1 = ((C1Y>info_y[Count_RD + 1]) ? C1Y-info_y[Count_RD + 1] : info_y[Count_RD + 1]-C1Y);
    assign  check_c1x2 = ((C1X>info_x[Count_RD + 2]) ? C1X-info_x[Count_RD + 2] : info_x[Count_RD + 2]-C1X);
    assign  check_c1y2 = ((C1Y>info_y[Count_RD + 2]) ? C1Y-info_y[Count_RD + 2] : info_y[Count_RD + 2]-C1Y);
    assign  check_c1x3 = ((C1X>info_x[Count_RD + 3]) ? C1X-info_x[Count_RD + 3] : info_x[Count_RD + 3]-C1X);
    assign  check_c1y3 = ((C1Y>info_y[Count_RD + 3]) ? C1Y-info_y[Count_RD + 3] : info_y[Count_RD + 3]-C1Y);
    assign  check_c1x4 = ((C1X>info_x[Count_RD + 4]) ? C1X-info_x[Count_RD + 4] : info_x[Count_RD + 4]-C1X);
    assign  check_c1y4 = ((C1Y>info_y[Count_RD + 4]) ? C1Y-info_y[Count_RD + 4] : info_y[Count_RD + 4]-C1Y);
    assign  check_c1x5 = ((C1X>info_x[Count_RD + 5]) ? C1X-info_x[Count_RD + 5] : info_x[Count_RD + 5]-C1X);
    assign  check_c1y5 = ((C1Y>info_y[Count_RD + 5]) ? C1Y-info_y[Count_RD + 5] : info_y[Count_RD + 5]-C1Y);
    assign  check_c1x6 = ((C1X>info_x[Count_RD + 6]) ? C1X-info_x[Count_RD + 6] : info_x[Count_RD + 6]-C1X);
    assign  check_c1y6 = ((C1Y>info_y[Count_RD + 6]) ? C1Y-info_y[Count_RD + 6] : info_y[Count_RD + 6]-C1Y);
    assign  check_c1x7 = ((C1X>info_x[Count_RD + 7]) ? C1X-info_x[Count_RD + 7] : info_x[Count_RD + 7]-C1X);
    assign  check_c1y7 = ((C1Y>info_y[Count_RD + 7]) ? C1Y-info_y[Count_RD + 7] : info_y[Count_RD + 7]-C1Y);    
    assign  check_c1x8 = ((C1X>info_x[Count_RD + 8]) ? C1X-info_x[Count_RD + 8] : info_x[Count_RD + 8]-C1X);
    assign  check_c1y8 = ((C1Y>info_y[Count_RD + 8]) ? C1Y-info_y[Count_RD + 8] : info_y[Count_RD + 8]-C1Y); 
    assign  check_c1x9 = ((C1X>info_x[Count_RD + 9]) ? C1X-info_x[Count_RD + 9] : info_x[Count_RD + 9]-C1X);
    assign  check_c1y9 = ((C1Y>info_y[Count_RD + 9]) ? C1Y-info_y[Count_RD + 9] : info_y[Count_RD + 9]-C1Y); 
    assign  cover_check = (S_cur == CIR1 && tempc1_x == 4'd15 && tempc1_y == 4'd15 && Count_RD == 6'd30) ? 1'b1 : 1'b0;
    always @(posedge CLK or posedge RST) begin
      if (RST) begin
        cover_temp  <= 8'd0;
        Counter_overlap <= 6'd0;
      end
      else if (cover_check ==  1'b1) begin
        cover_temp  <= 8'd0;
        Counter_overlap <= Counter_overlap  + 6'd1;
      end
      else begin
        if (S_cur == CIR1 && Count_RD != 6'd30) begin
          cover_temp  <= cover_temp + (line_addr0 + line_addr1)+(line_addr2 + line_addr3)+(line_addr4 + line_addr5)+(line_addr6 + line_addr7)+(line_addr8 + line_addr9);
        end
        else if (S_cur == CIR2 && Count_RD != 6'd30) begin
          cover_temp  <= cover_temp + (line_addr0 + line_addr1)+(line_addr2 + line_addr3)+(line_addr4 + line_addr5)+(line_addr6 + line_addr7)+(line_addr8 + line_addr9);
        end        
        else if ((S_cur == CIR1 || S_cur == CIR2) && Count_RD == 6'd30) begin
          cover_temp <= 8'd0;
        end
      end
    end
    function check_overlap;
      input [3:0] c_x, c_y;
      begin
        case (c_x)
          4'd0: check_overlap  = (c_y <= 4'd4) ? 1'd1: 1'd0;
          4'd1: check_overlap  = (c_y <= 4'd3) ? 1'd1: 1'd0;
          4'd2: check_overlap  = (c_y <= 4'd3) ? 1'd1: 1'd0;
          4'd3: check_overlap  = (c_y <= 4'd2) ? 1'd1: 1'd0;
          4'd4: check_overlap  = (c_y <= 4'd0) ? 1'd1: 1'd0;
          default: check_overlap  = 1'b0;
        endcase        
      end
    endfunction
    assign  check_flag_c0  =   check_overlap(check_c1x , check_c1y);
    assign  check_flag_c1  =   check_overlap(check_c1x1, check_c1y1);
    assign  check_flag_c2  =   check_overlap(check_c1x2, check_c1y2);
    assign  check_flag_c3  =   check_overlap(check_c1x3, check_c1y3);
    assign  check_flag_c4  =   check_overlap(check_c1x4, check_c1y4);
    assign  check_flag_c5  =   check_overlap(check_c1x5, check_c1y5);
    assign  check_flag_c6  =   check_overlap(check_c1x6, check_c1y6);
    assign  check_flag_c7  =   check_overlap(check_c1x7, check_c1y7);
    assign  check_flag_c8  =   check_overlap(check_c1x8, check_c1y8);
    assign  check_flag_c9  =   check_overlap(check_c1x9, check_c1y9);
    always @(posedge CLK or posedge RST) begin
      if (RST) begin
        C1X <=  4'd0;
        C1Y <=  4'd0;
        C2X <=  4'd0;
        C2Y <=  4'd0; 
      end
      else if (cover_check ==  1'b1) begin
        C2X <=  4'd0;
        C2Y <=  4'd0;
      end 
      else begin
        if (S_cur == CIR1  && Count_RD == 6'd30) begin
          if (cover_temp_30 >= R_C) begin
            C1X <=  tempc1_x;
            C1Y <=  tempc1_y;
          end
        end
        else if (S_cur == CIR2  && Count_RD == 6'd30) begin
          if (R_C + cover_temp_30 >= R_C_FINAL) begin
            C2X <=  tempc1_x;
            C2Y <=  tempc1_y;
          end          
        end 
        else if (S_cur == CHANGE) begin
          if (Counter_iteration == 3'd3) begin
            C1X <=  C1X;
            C1Y <=  C1Y;  
            C2X <=  C2X;
            C2Y <=  C2Y;            
          end 
          else begin
            C1X <=  C2X;
            C1Y <=  C2Y;  
            C2X <=  4'd0;
            C2Y <=  4'd0;           
          end        
        end    
      end 
    end
    always @(posedge CLK or posedge RST) begin
      if(RST) begin
        R_C       <=  8'd0;       
        R_C_FINAL <=  8'd0;
      end
      else begin
        if ((S_cur == CIR1 && Count_RD == 6'd30) && cover_temp_30 >= R_C) begin
          R_C      <=  cover_temp_30;
          R_C_FINAL <=  cover_temp_30;
        end
        else if (S_cur == CIR2 && Count_RD == 6'd30) begin
            R_C_FINAL  <= (R_C + cover_temp_30 >= R_C_FINAL) ? (R_C + cover_temp_30) : R_C_FINAL;          
        end          
        else if (S_cur  ==  CHANGE) begin
          R_C <=  R_C_2;
          R_C_FINAL <=  8'd0;
        end        
      end         
    end
    always @(posedge CLK or posedge RST) begin
      if(RST) begin
        R_C_2       <=  8'd0;       
      end
      else begin
        if (S_cur == CIR2 && Count_RD == 6'd30) begin
            R_C_2  <= (cover_temp_30 + Counter_overlap >= R_C_2) ? (cover_temp_30 + Counter_overlap) : R_C_2;          
        end
        else if(S_cur == CHANGE) begin
          R_C_2       <=  8'd0;
        end
      end        
    end
    always @(posedge CLK or posedge RST) begin
      if(RST) begin
        R_C_check     <=  8'd0;
        Counter_iteration  <=  2'd0;
      end        
      else begin
        if (S_cur == CHANGE)  begin
          if (R_C_FINAL <= R_C_check) begin
            R_C_check     <=  R_C_check;
            Counter_iteration  <= Counter_iteration + 2'd1;            
          end 
          else begin
            R_C_check     <=  R_C_FINAL;
            Counter_iteration  <= 2'd1;              
          end 
        end
        else  begin
          R_C_check     <=  R_C_check;
          Counter_iteration  <=  Counter_iteration;
        end
      end         
    end
  assign  cover_temp_30 = cover_temp + (line_addr0 + line_addr1)+(line_addr2 + line_addr3)+(line_addr4 + line_addr5)+(line_addr6 + line_addr7)+(line_addr8 + line_addr9);
    always @(posedge CLK or posedge RST) begin
      if(RST)                   DONE     <=  1'b0;
      else begin
          if (S_cur == FINISH)  DONE     <=  1'b1;  
          else                  DONE     <=  1'b0; 
      end    
    end
endmodule
```
==> flow_summary.ini <==
; physical design summary
[yosys]
yosysWarningCount = 3
ys_area_mm2 = 0.0552
edf_count = 0
synth_cells = 6758
ff_type = dfrtp_1
syn-cell-area_mm2 = 0.0552
synth_flops = 406
top_area_share_pct = 18.3
avgSynthCellArea_um2 = 8.18
top_area_cell = dfrtp_1
ys_cells = 6758
yosysMostFrequentCell = a22oi_1
common_cells = a22oi_1 (583), clkbuf_1 (571), nand2_1 (518)
ys_types = 103
topCellsByArea = dfrtp_1 (18%), mux2_2 (9.7%), ha_1 (8.3%)
async_reset_ff_share_pct = 99.3

[clock_network]
cts_buffers = 41
ctsResizeCount = 0
ctsHtreeMaxLevel = 2
clock_tree.root_cell = clkbuf_16
ctsHoldBuffers = 0
clockBufferDepth = 3
cts_setup_buffers = 0

[place]
hpwl_um = 314000
gp_congestion = 1.46
placed_cells = 8257
place.port_buffers = 27

[floorplanning]
dieHeight_um = 334
core_util_floorplan_pct = 50.6
io_pins = 28
die_x_um = 334
rows = 121

[global_route]
grt_pass1_wl_um = 761000
grt_usage_pct = 98.8
grt_max_degree = 74
grt_pass1_vias = 79882
grt_overflow_total = 4808

[run_status]
status = aborted with a tool error
stop_error = [ERROR GRT-0116] Global routing finished with congestion. Check the congestion regions in the DRC Viewer.
haltStage = 5_1_grt

[final_timing]
untimed_endpoints = 6
unclocked_pins = 3
## routing by layer
layer	GRT overflow	GRT usage [%]
met5	88	83.7
met4	988	95.6
met3	863	95.0
met2	2140	106
met1	729	97.5
## cell families after synthesis
group                      share of synthesized area (%)
buffers and inverters                               6.61
adders and majority gates                           11.8
AOI/OAI and AO/OA                                   30.2
latches                                           0.0815
DFF                                                 18.3
and+or+nand+nor                                     17.5
xor gates and xnor gates                            2.00
muxes                                               13.6
## stage by stage
stage | util, % | hold WS, ns | instance area, um2 | worst slack, ns | power [mW]
CTS | 56.7 | 0.490 | 61900 | 42.11 | 0.812
detailed placement | 55.4 | 0.473 | 60500 | 41.49 | 0.539
global placement | 55.4 | 0.463 | 60500 | 41.61 | 0.531
floorplan | - | 0.445 | 55200 | 35.41 | 0.454
Power figures rest on the tool's default switching activity, not on a simulated workload.
